$ cat design/flow/design.v
module ReLU #(parameter dataWidth=16, weightIntWidth=1) (
    input           clk,
    input   [2*dataWidth-1:0]   x,
    output  reg [dataWidth-1:0]  out
);
always @(posedge clk)
begin
    if($signed(x) >= 0)
    begin
        if(|x[2*dataWidth-1-:weightIntWidth+8])  
            out <= {1'b0,{(dataWidth-1){1'b1}}};  
        else
            out <= x[2*dataWidth-1-weightIntWidth-:dataWidth];
    end
    else 
        out <= 0;      
end
endmodule
$ cat design/flow/run.sh
#!/bin/bash
# OpenROAD 26Q1-2900-gdf79404cd8, Yosys 0.63+post, stock flow scripts
make -C /OpenROAD-flow-scripts/flow DESIGN_CONFIG=/design/flow/config.mk WORK_HOME=/design/flow/orfs finish
$ cat design/flow/config.mk
export PLATFORM = sky130hd
export DESIGN_NAME = ReLU
export DESIGN_NICKNAME = ReLU
export VERILOG_FILES = /design/flow/design.v
export SDC_FILE = /design/flow/constraint.sdc
export NUM_CORES = 4
export LEC_CHECK = 1
export CORE_AREA = 10 10 70 70
export DIE_AREA = 0 0 80 80
$ cat design/flow/constraint.sdc
current_design ReLU

set clk_period 2.4
set clk_io_pct 0.2

create_clock -name clk0 -period $clk_period [get_ports {clk}]

set non_clock_inputs [all_inputs -no_clocks]
set_input_delay [expr $clk_period * $clk_io_pct] -clock clk0 $non_clock_inputs
set_output_delay [expr $clk_period * $clk_io_pct] -clock clk0 [all_outputs]
==> impl_metrics.ini <==
; yosys + openroad results
[route]
drtIter0Drc = 11
diodes = 0
wl_met2_um = 582
vias_per_cell = 3.38
route.vias.total = 433
postRouteAntennaNets = 0
drt_pass1_iterations = 4
drc = 0
route.met3.wl_um = 211
top_layer_used = met4
wl_per_cell_um = 10.3
finalWirelength_um = 1320
drt-met1-wl_um = 494

[power]
peakVddDrop_v = 0.000121
cellPowerDensity_nw_per_um2 = 579
p_leak_uw = 0.000372

[floorplanning]
die-width_um = 80
boundaryPins = 49
dieArea_um2 = 6400
coreArea_um2 = 3420
initCoreUtil_pct = 14.4
std_cell_rows = 21
die_h_um = 80

[logic_synthesis]
synthCells = 45
synth_flops = 16
ys.warnings.count = 1
ys_seq_share_pct = 65.3
yosysChipArea_um2 = 490
synthArstFlopShare_pct = 0
dominantRegCellSynth = dfxtp_1
yosysTopAreaCellShare_pct = 65.3
edf_count = 0
yosysUniqueCellTypes = 8
yosysTopAreaCell = dfxtp_1
top_cell = dfxtp_1
yosys_cells = 45
syn_avg_cell_area_um2 = 10.9
synthTopCellsByArea = dfxtp_1 (65%), a31oi_1 (10%), a21oi_1 (7.1%)
common_cells = dfxtp_1 (16), a31oi_1 (8), inv_1 (8)
synth_area_um2 = 490

[setup_path]
path_class = reg -> out
critPathSlowestCell = clkdlybuf4s50_1
cp_max_fo = 1
cp_top_family = buffers and inverters
crit_cells = 1
worst-path-buf-inv = 1
cp.required_ns = 1.92
setup.worst_path.end_class = primary output
path_cells = clkdlybuf4s50_1
cp-start-kind = flop
max_stage_delay_ns = 0.48
cp.arrival_ns = 1.07

[clock_tree]
cts_resized = 0
ctsHoldBuffers = 0
clk_pin_slew_ns = 0.09
h-tree-depth = 1
cts_buffers = 3
clk_path_buf_depth = 2
cts.sinks = 16
cts_setup_buffers = 0
cts_tree = done
cts_root_buf = clkbuf_4

[min_path]
hold_class = in -> reg
min_to = out[0]$_SDFF_PN0_
worstHoldStart = x[15]
hold_depth = 3

[grt]
grt_pass1_vias = 473
grt_use_total_pct = 4.13
grt_max_degree = 16
grt_pass1_wl_um = 2110
antenna_found_initial = 0
overflow = 0

[final_timing]
timing.hold.ws_ns = 0.747
slew_headroom_pct = 65.8
fin_setup_tns_ns = 0
period_used_pct = 64.4
timing.final.ws_setup_ns = 0.855
worstMarginPinSlew_ns = 0.511
fmax_mhz = 647
fin_crit_ns = 1.55
setup_viol = 0
rsz0062_at_grt = false
finalHoldViolCount = 0
slew_viol_final = 0

[placement]
port_buffers = 33
pre_cts_slack_ns = 0.690
gp_congestion = 0.759
place_inst = 124
hpwl_um = 1110

[final_layout]
largestRegisters = out (16)
seqCellArea_um2 = 320
fin_util_pct = 26.7
largest-register = out
largest_reg_flops = 16
syn_to_final_growth_pct = 85.7
logic_area_um2 = 114
stdcell_count = 128
final_layout_size_suffix_gt1_share_pct = 11.0
nFillCells = 371

[run_status]
outcome = completed

[flow_run]
max_cap_violations = 0
tool_warnings = 40
[routing by layer]
| layer | up-vias | GRT usage [%] |
|---|---|---|
| li1 | 223 | - |
| met1 | 183 | 4.07 |
| met2 | 25 | 6.98 |
| met3 | 2 | 2.73 |
| met4 | 0 | 1.06 |
| met5 | - | 0 |
[power breakdown]
group	internal, µW	switching, µW	leakage (µW)
registers	280	3.22	0.000135
logic	53.5	18.5	0.000216
clock network	92.2	79.9	0.0000210
[area by class of cell]
type	count	area share, %
timing repair buffer	36	38.7
sequential	16	35.2
multi-input combinational	18	12.5
tap	46	6.32
clock buffer	4	3.98
inverter	8	3.30
[cell usage in the layout (no fill, tap or decap), drive strengths merged]
cell type | netlist | final
inv | 8 | 8
conb | 1 | 1
dfxtp | 16 | 16
a21oi | 7 | 7
clkbuf | 1 | 4
buf | 2 | 3
a31oi | 8 | 8
nor4 | 2 | 2
clkdlybuf4s50 | 0 | 33
[through the flow]
| step | total power, µW | instance area [µm²] |
|---|---|---|
| final | 527 | 911 |
| after CTS | 537 | 911 |
| after global placement | 362 | 875 |
| after detailed placement | 364 | 875 |
| after floorplan | 301 | 490 |
| after global routing | 562 | 911 |
[cell families after synthesis]
| kind of cell | share of synthesized area (%) |
|---|---|
| other cells | 0.765 |
| compound gates | 17.3 |
| simple gates | 5.10 |
| flops | 65.3 |
| buf+inv | 11.5 |
[worst max-delay path by stage]
stage | startpoint | to | slack (ns)
after CTS | out[0]$_SDFF_PN0_ | out[0] | 0.83
after global routing | out[5]$_SDFF_PN0_ | out[5] | 0.78
final | out[7]$_SDFF_PN0_ | out[7] | 0.85
Power and IR drop assume default switching activity.
